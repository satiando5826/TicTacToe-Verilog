`flow/run.sh`:
```
#!/bin/bash
# OpenROAD 26Q1-2900-gdf79404cd8, Yosys 0.63+post, stock flow scripts
make -C /OpenROAD-flow-scripts/flow DESIGN_CONFIG=/design/flow/config.mk WORK_HOME=/design/flow/orfs finish
```
`flow/config.mk`:
```
export PLATFORM = sky130hd
export DESIGN_NAME = Winner
export DESIGN_NICKNAME = Winner
export VERILOG_FILES = /design/flow/design.v
export SDC_FILE = /design/flow/constraint.sdc
export NUM_CORES = 4
export LEC_CHECK = 1
export CORE_AREA = 10 10 70 70
export DIE_AREA = 0 0 80 80
```
`flow/constraint.sdc`:
```
current_design Winner

set clk_period 1.9
set clk_io_pct 0.2

create_clock -name clk0 -period $clk_period

set non_clock_inputs [all_inputs -no_clocks]
set_input_delay [expr $clk_period * $clk_io_pct] -clock clk0 $non_clock_inputs
set_output_delay [expr $clk_period * $clk_io_pct] -clock clk0 [all_outputs]
```
`flow/design.v`:
```
module Winner(w, sw, b);
	output [3:1]w;
	input [18:1]sw;
	input [9:1]b;
	wire [16:1]c;
	and p11(c[1], sw[1], sw[3], sw[5]);
	and p12(c[2], sw[7], sw[9], sw[11]);
	and p13(c[3], sw[13], sw[15], sw[17]);
	and p14(c[4], sw[1], sw[9], sw[17]);
	and p15(c[5], sw[5], sw[9], sw[13]);
	and p16(c[6], sw[1], sw[7], sw[13]);
	and p17(c[7], sw[3], sw[9], sw[15]);
	and p18(c[8], sw[5], sw[11], sw[17]);
	or p1(w[1], c[1], c[2], c[3], c[4], c[5], c[6], c[7], c[8]);
	and p21(c[9], sw[2], sw[4], sw[6]);
	and p22(c[10], sw[8], sw[10], sw[12]);
	and p23(c[11], sw[14], sw[16], sw[18]);
	and p24(c[12], sw[2], sw[10], sw[18]);
	and p25(c[13], sw[6], sw[10], sw[14]);
	and p26(c[14], sw[2], sw[8], sw[14]);
	and p27(c[15], sw[4], sw[10], sw[16]);
	and p28(c[16], sw[6], sw[12], sw[18]);
	or p2(w[2], c[9], c[10], c[11], c[12], c[13], c[14], c[15], c[16]);
	or draw(w[3], b[1], b[2], b[3], b[4], b[5], b[6], b[7], b[8], b[9]);
endmodule
```
==> results.txt <==
All-Layer GR Usage: 2.748%
Tool Warnings: 32
Setup crit end kind: primary output
Die Ht: 80 um
Post-Place Setup Slack: -0.2221 ns
Endpoints failing hold: 0
Gpl congestion: 0.8179
Tmin final: 1.798 ns
DR vias: 296
Routed length per instance: 9.564 um
Worst slew pin tran: 0.2445 ns
Detail Route Antenna Nets: 0
Final wirelength: 899 um
Initial DRC count: 1
Vias in the first global route: 343
Final Max Slew Viols: 0
IR drop worst, VDD: 0.00004744 V
WS Path Type: input pin to primary output
Post-synth area from yosys stat: 130.1 um^2
Vias per cell: 3.149
P_leak: 0.1947 nW
Area delta synth->final: 265.4%
Worst Hold Class: input pin to primary output
Synth Warn #: 0
Initial antenna violation count: 0
Setup crit start kind: input pin
Smallest hold slack: 1.185 ns
Clock buffers: 0
Ant. Diodes: 0
Die width: 80 um
Power per Cell Area: 174.0 mW/mm^2
DR pass1 iterations: 3
FMAX: 0.5562 GHz
Final WS setup: 0.1022 ns
TNS Setup: 0 ns
Max_cap viols: 0
Io pins: 30
Worst Path Max Fanout: 1
Layout cells sized above 1: 6.250%
Setup bufs post-CTS: 0
Status: finished, final reports clean
Row count: 21
# setup viols final: 0
Die area: 0.006400 mm^2
Register area: 0 um^2
Port Buf Inserts: 30
Largest net degree at the start of global routing: 4
Slew margin rel.: 83.55%
Flop count: 0
Hold path cells: 4
Cycle use final: 94.62%
Post-synthesis instance area: 130.1 um^2
Syn Area/Cell: 7.229 um^2
Register area share after synthesis: 0%
Hold Crit Start: sw[5]
Overflow after GRT: 0
Crit path required time: 1.52 ns
Yosys cell types: 8
Synth Instances: 18
RSZ-0062 raised after global routing: false
Residual DRC: 0
Core Region: 0.003416 mm^2
Layout Utilization: 13.92%
FP Core Util: 3.810%
Crit. Startpoint: b[7]
Post-DP Area: 488.0 um^2
WHS Endpoint: w[1]
First-pass GRT wire length: 1497 um
Worst Path Arrival: 1.42 ns
Design area: 475.5 um^2
Ys cells: 18
==> cell type report <==
| cell class | count | area [um^2] |
|---|---|---|
| Timing Repair Buffer | 30 | 282.8 |
| Multi-Input combinational cell | 18 | 135.1 |
| Tap cell | 46 | 57.56 |
| Fill cell | 400 | 2940 |
==> cell usage after synthesis <==
| master | instances | share of area, % |
|---|---|---|
| nand2_1 | 2 | 5.8 |
| a22o_2 | 2 | 15 |
| nor4_1 | 1 | 4.8 |
| nor2_1 | 1 | 2.9 |
| nand3_1 | 1 | 3.8 |
| nor3_1 | 1 | 3.8 |
| a22o_1 | 6 | 40 |
| a22oi_1 | 4 | 23 |
==> where the power goes <==
part	switching [mW]	total [mW]	internal, mW	leakage (nW)
Clock	0	0	0	0
Sequential	0	0	0	0
Combinational	0.0232	0.0827	0.0596	0.195
==> worst max-delay path by stage <==
stage | cells after the start | endpoint
final | 4 | w[3]
after global routing | 4 | w[3]
after CTS | 5 | w[1]
==> critical path: stages <==
cell	delay (ns)
clkdlybuf4s50_1	0.40
nor4_1	0.29
nand3_1	0.09
dlygate4sd2_1	0.26
==> through the flow <==
stage | instances | power, mW
2_1_floorplan | 18 | 0.02063
3_3_place_gp | 94 | 0.09257
3_5_place_dp | 94 | 0.09459
4_1_cts | 94 | 0.08459
5_1_grt | 94 | 0.09137
6_report | 94 | 0.08275
==> per-layer routing <==
layer / track usage (%) / wire length (um) / share of wire, %
met1: 3.230 / 392 / 44
met4: 0 / 0 / 0
met5: 0 / 0 / 0
met2: 4.655 / 382 / 42
met3: 1.364 / 125 / 14
==> cells in the final DEF, fill, tap and decap left out, drive strengths merged <==
master,instances
clkdlybuf4s50,13
nor3,1
nand2,2
nor2,1
dlygate4sd2,16
dlymetal6s2s,1
nor4,1
a22oi,4
nand3,1
a22o,8
==> timing repair <==
action / in CTS / in global routing
cloned: 0 / 0
gates resized: 17 / 1
hold buffers: 0 / 0
endpoints found under the setup margin: 3 / 1
pin swaps: 10 / 0
==> cells by family (layout without fill, tap and decap cells) <==
logic type	count (synthesis)	after routing	share of synthesized area [%]
buffers and inverters	0	30	0
AND/OR/NAND/NOR	6	6	21.15
AND-OR/OR-AND	12	12	78.85
Power figures rest on the tool's default switching activity, not on a simulated workload.
