<file path="./run.sh">
#!/bin/bash
# OpenROAD 26Q1-2900-gdf79404cd8, Yosys 0.63+post, stock flow scripts
make -C /OpenROAD-flow-scripts/flow DESIGN_CONFIG=/design/flow/config.mk WORK_HOME=/design/flow/orfs finish
</file>
<file path="./config.mk">
export PLATFORM = sky130hd
export DESIGN_NAME = P_Select
export DESIGN_NICKNAME = P_Select
export VERILOG_FILES = /design/flow/design.v
export SDC_FILE = /design/flow/constraint.sdc
export NUM_CORES = 4
export LEC_CHECK = 1
export CORE_AREA = 10 10 70 70
export DIE_AREA = 0 0 80 80
</file>
<file path="./constraint.sdc">
current_design P_Select

set clk_period 1.8
set clk_io_pct 0.2

create_clock -name clk0 -period $clk_period

set non_clock_inputs [all_inputs -no_clocks]
set_input_delay [expr $clk_period * $clk_io_pct] -clock clk0 $non_clock_inputs
set_output_delay [expr $clk_period * $clk_io_pct] -clock clk0 [all_outputs]
</file>
<file path="./design.v">
module P_Select(x, i);
	output [2:1]x;
	input [18:1]i;
	wire [16:1]xout;
	xor x1(xout[1], i[1], i[2]);
	xor x2(xout[2], i[3], i[4]);
	xor x3(xout[3], i[5], i[6]);
	xor x4(xout[4], i[7], i[8]);
	xor x5(xout[5], i[9], i[10]);
	xor x6(xout[6], i[11], i[12]);
	xor x7(xout[7], i[13], i[14]);
	xor x8(xout[8], i[15], i[16]);
	xor x9(xout[9], i[17], i[18]);
	xor x10(xout[10], xout[1], xout[2]);
	xor x11(xout[11], xout[3], xout[4]);
	xor x12(xout[12], xout[5], xout[6]);
	xor x13(xout[13], xout[7], xout[8]);
	xor x14(xout[14], xout[10], xout[11]);
	xor x15(xout[15], xout[12], xout[13]);
	xor x16(xout[16], xout[14], xout[15]);
	xor p2(x[2], xout[9], xout[16]);
	not p1(x[1], x[2]);
endmodule
</file>
==> flow_metrics.env <==
# yosys + openroad results
export IMPL_outcome="complete, but fails checks"
export IMPL_violations="setup timing"
export IMPL_diodes=0
export IMPL_dr_pass1_iters=1
export IMPL_viasPerCell=2.31
export IMPL_dr_max_layer_used="met3"
export IMPL_seq_cell_count=0
export IMPL_dp_cells=85
export IMPL_worst_pin_slew_ps=196
export IMPL_core_mm2=0.00342
export IMPL_final_antenna_net_count=0
export IMPL_hold_viol=0
export IMPL_die_y_um=80
export IMPL_rows=21
export IMPL_wl_met2_um=206
export IMPL_numPortBuffers=20
export IMPL_drt_iter0_drc=0
export IMPL_place_gp_congestion=0.812
export IMPL_place_ws_ps=-805
export IMPL_grt_pass1_vias=233
export IMPL_top_cells_by_area="xnor2_1 63%, xor3_4 15%, xnor3_1 12%"
export IMPL_grt_overflow_total=0
export IMPL_synthCells=17
export IMPL_fin_crit_sh=1.05
export IMPL_top_cell_area_share=0.628
export IMPL_synth_chip_area_um2=181
export IMPL_wirelength_um=626
export IMPL_fin_cells=86
export IMPL_grt_start_max_net_pins=3
export IMPL_synth_seq_share=0
export IMPL_area_growth_pct=197
export IMPL_grt_usage=0.0209
export IMPL_startpoint_type="input pin"
export IMPL_yosysTopAreaCell="xnor2_1"
export IMPL_n_fill_cell=389
export IMPL_crit_required_ps=1440
export IMPL_yosysWarnings=0
export IMPL_antenna_found_initial=0
export IMPL_end_kind="primary output"
export IMPL_syn_area_um2=181
export IMPL_power_density_mw_per_mm2=586
export IMPL_ys_cells=17
export IMPL_path_class="in -> out"
export IMPL_worst_slack_ps=-99.0
export IMPL_wl_met1_um=299
export IMPL_min_from="i[13]"
export IMPL_fin_setup_tns_ps=-175
export IMPL_flop_area_um2=0
export IMPL_power_leakage_uw=0.000245
export IMPL_openroad_warnings=34
export IMPL_drc=0
export IMPL_cp_startpoint="i[1]"
export IMPL_cp_max_fo=2
export IMPL_avgSynthCellArea_um2=10.7
export IMPL_crit_arrival_ps=1540
export IMPL_wire_per_inst_um=7.28
export IMPL_hold_class="in -> out"
export IMPL_grt_pass1_wl_um=1080
export IMPL_die_w_um=80
export IMPL_crit_end="x[1]"
export IMPL_rsz0062_at_grt="yes"
export IMPL_peakVddDrop_mv=0.319
export IMPL_io_pins=20
export IMPL_max_cap_violations=0
export IMPL_core_util_floorplan=0.0531
export IMPL_n_clock_buffer=0
export IMPL_top_cells_by_count="13 x xnor2_1, 2 x xor2_1, 1 x xnor3_1, 1 x xor3_4"
export IMPL_max_slew_margin_rel=0.869
export IMPL_setup_viol=2
export IMPL_period_needed_ps=1900
export IMPL_synth_most_common_cell="xnor2_1"
export IMPL_vias=199
export IMPL_dieArea_mm2=0.00640
export IMPL_max_freq_mhz=527
export IMPL_met3_length_um=120
export IMPL_maxSlewViolCount=0
export IMPL_yosys_cell_types_count=4
export IMPL_layout_drive_gt1_share=0.825
## report_power, final
| group | internal [µW] | total, µW | switching, µW |
|---|---|---|---|
| clock | 0 | 0 | 0 |
| combinational | 231 | 315 | 83.9 |
| sequential | 0 | 0 | 0 |
| total | 231 | 315 | 83.9 |
## cells by family after synthesis
logic type / count (synthesis) / share of synthesized area
xor+xnor: 17 / 1.00
## cell usage in the layout, fill, tap and decap left out, drive strengths merged
cell type and n:
buf 19, xnor2 13, clkdlybuf4s15 3, xor2 2, xnor3 1, xor3 1, clkbuf 1
## layer usage
layer | global-route usage | vias up
li1 | - | 98
met1 | 0.0295 | 85
met2 | 0.0273 | 16
met3 | 0.0136 | 0
met4 | 0 | 0
met5 | 0 | -
## per-stage QoR
stage                     total power, µW  hold WS [ps]  utilization  area (µm²)
after floorplan                       128          1120            -         181
after global placement                293          2210        0.133         454
after detailed placement              291          2210        0.133         454
after CTS                             313          1400        0.152         520
after global routing                  353          1460        0.158         538
final                                 315          1380        0.158         538
## worst max-delay path, cell delays in order
cell and delay (ps):
buf_6 90, xor2_1 160, xnor2_1 190, xnor2_1 160, buf_4 140, xor3_4 310, buf_6 130
## how the worst min path moves through the flow
| stage | end | slack, ps | cells past startpoint |
|---|---|---|---|
| final | x[2] | 1380 | 5 |
| after CTS | x[2] | 1400 | 5 |
| after global routing | x[2] | 1460 | 5 |
## repair_timing
item,in CTS,in global routing
endpoints found under the setup margin,2,2
resized,72,15
buffers inserted,1,1
hold endpoints to repair,0,0
pin swaps,17,11
hold buffers,0,0
cloned,0,0
## final cells by class
type,instances,area (µm²),area share
Multi-Input combinational cell,17,275,0.512
Timing Repair Buffer,23,205,0.381
Tap cell,46,57.6,0.107
No activity file was given, so power comes from the tool's default toggle rates.
